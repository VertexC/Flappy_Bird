==> flow/design.v <==
`timescale 1ns / 1ps
module clkdiv(input wire clk,
	input wire rst,
	output reg[31:0] clkdiv
    );
	initial clkdiv = 0;
	always @(posedge clk or posedge rst) begin
		if (rst) clkdiv <= 0;
		else clkdiv <=	clkdiv + 1'b1;
	end
endmodule
`timescale 1ns / 1ps
module pong_graph_animate(
	input wire clk,reset,
	input wire video_on,
	input wire [1:0] btn,
	input wire [9:0] pix_x,pix_y,
	output reg [2:0] graph_rgb
	);
	localparam MAX_X = 640;
	localparam MAX_Y = 480;
	wire refr_tick;
	localparam WALL_X_L = 32;
	localparam WALL_X_R = 35;
	localparam BAR_X_L = 600;
	localparam BAR_X_R = 603;
	wire [9:0] bar_y_t, bar_y_b;
	localparam BAR_Y_SIZE = 72;
	reg [9:0] bar_y_reg, bar_y_next;
	localparam BAR_V = 4;
	localparam BALL_SIZE = 8;
	wire [9:0] ball_x_l,ball_x_r;
	wire [9:0] ball_y_t,ball_y_b;
	reg [9:0] ball_x_reg,ball_y_reg;
	wire [9:0] ball_x_next, ball_y_next;
	reg [9:0] x_delta_reg, x_delta_next;
	reg [9:0] y_delta_reg, y_delta_next;
    localparam BALL_V_P = 2;
    localparam BALL_V_N = -2;
    wire [2:0] rom_addr, rom_col;
    reg [7:0] rom_data;
    wire rom_bit;
    wire wall_on, bar_on, sq_ball_on, rd_ball_on;
    wire [2:0] wall_rgb, bar_rgb, ball_rgb;
    always @*
    case (rom_addr)
       3'h0:rom_data = 8'b00111100;  
       3'h1:rom_data = 8'b01111110;  
       3'h2:rom_data = 8'b11111111;  
       3'h3:rom_data = 8'b11111111;  
       3'h4:rom_data = 8'b11111111;  
       3'h5:rom_data = 8'b11111111;  
       3'h6:rom_data = 8'b01111110;  
       3'h7:rom_data = 8'b00111100;  
     endcase
     always @(posedge clk or posedge reset) 
     	if (reset) begin
     		bar_y_reg <=0;
     		ball_x_reg <= 0;
     		ball_y_reg <= 0;
     		x_delta_reg <= 10'h004;
     		y_delta_reg <= 10'h004;
     	end
     	else begin
     	    bar_y_reg <= bar_y_next;
     	    ball_x_reg <= ball_x_next;
     	    ball_y_reg <= ball_y_next;
     	    x_delta_reg <= x_delta_next;
     	    y_delta_reg <= y_delta_next;
     	end
     assign  refr_tick = (pix_y==481) && (pix_x==0);
     assign wall_on = (WALL_X_L <= pix_x) && (pix_x <= WALL_X_R);
     assign wall_rgb = 3'b001; 
     assign  bar_y_t = bar_y_reg;
     assign  bar_y_b = bar_y_t + BAR_Y_SIZE -1;
	  assign bar_on = (BAR_X_L<=pix_x) && (pix_x<=BAR_X_R) && (bar_y_t <=pix_y) && (pix_y <=bar_y_b) ; 
     assign  bar_rgb = 3'b010 ;  
     always @(*) 
     begin
        bar_y_next = bar_y_reg;  
        if (refr_tick) 
           if (btn[1] & (bar_y_b < MAX_Y-1-BAR_V))
              bar_y_next = bar_y_reg + BAR_V; 
        	else if (btn[0] & (bar_y_t > BAR_V))
        	  bar_y_next = bar_y_reg - BAR_V; 
     end
    assign ball_x_l = ball_x_reg;
    assign ball_y_t = ball_y_reg;
    assign ball_x_r = ball_x_l + BALL_SIZE -1;
    assign ball_y_b = ball_y_t + BALL_SIZE -1;
    assign sq_ball_on = (ball_x_l <= pix_x) && (pix_x <= ball_x_r)
    && (ball_y_t <= pix_y) && (pix_y <= ball_y_b);
    assign rom_addr = pix_y[2:0] - ball_y_t[2:0];
    assign rom_col = pix_x[2:0] - ball_x_l[2:0];
    assign rom_bit = rom_data[rom_col];
    assign rd_ball_on = sq_ball_on & rom_bit;
    assign ball_rgb = 3'b100;  
    assign ball_x_next = (refr_tick)?ball_x_reg + x_delta_reg:ball_x_reg;
    assign ball_y_next = (refr_tick)?ball_y_reg + y_delta_reg:ball_y_reg;
    always @*
    begin
    	x_delta_next = x_delta_reg;
    	y_delta_next = y_delta_reg;
    	if(ball_y_t < 1)  
    	  y_delta_next = BALL_V_P;
    	else if (ball_y_b > (MAX_Y-1)) 
    	  y_delta_next = BALL_V_N;
    	else if (ball_x_l <= WALL_X_R) 
    	  x_delta_next = BALL_V_P; 
    	 else if ((BAR_X_L <= ball_x_r) && (BAR_X_R >= ball_x_r)
    	 && (bar_y_t <= ball_y_b) && (ball_y_t <= bar_y_b))
    	 x_delta_next = BALL_V_N;
    end
    always @*
      if (~video_on)
          graph_rgb = 3'b000;
      else 
          if(wall_on)
          graph_rgb = wall_rgb;
          else if (bar_on)
          graph_rgb = bar_rgb;
          else if (rd_ball_on)
          graph_rgb = ball_rgb;
          else
          graph_rgb = 3'b110;  
    endmodule
`timescale 1ns / 1ps
module pong_top_an
(
	input wire clk,reset,
	input wire [1:0]btn,
	output wire hsync,vsync,
	output wire [2:0] rgb);
wire [9:0] pixel_x, pixel_y;
wire video_on, pixel_tick;
reg [2:0] rgb_reg;
wire [2:0] rgb_next;
wire [31:0]clk_div;
clkdiv a0(.clk(clk),.rst(reset),.clkdiv(clk_div));
vga_sync vsync_unit
(.clk(clk_div[1]),.reset(reset),.hsync(hsync),.vsync(vsync),
	.video_on(video_on),.p_tick(pixel_tick),
	.pixel_x(pixel_x),.pixel_y(pixel_y));
pong_graph_animate pong_graph_an_unit
(.clk(clk),.reset(reset),.btn(btn),
	.video_on(video_on),.pix_x(pixel_x),
.pix_y(pixel_y),.graph_rgb(rgb_next));
always @(posedge clk)
  if (pixel_tick)
   rgb_reg <= rgb_next;
   assign  rgb = rgb_next;
endmodule
`timescale 1ns / 1ps
module vga_sync(
    input wire clk, reset,
	 output wire hsync, vsync, video_on, p_tick,
	 output wire [9:0] pixel_x, pixel_y
    );
localparam HD = 640;  
localparam HF = 48 ;  
localparam HB = 16 ;  
localparam HR = 96 ;  
localparam VD = 480;  
localparam VF = 10;  
localparam VB = 33;  
localparam VR = 2;  
reg mod2_reg;
wire mod2_next ;
reg [9:0] h_count_reg , h_count_next;
reg [9:0] v_count_reg , v_count_next ;
reg v_sync_reg , h_sync_reg ;
wire v_sync_next , h_sync_next ;
wire h_end , v_end , pixel_tick;
always @ ( posedge clk , posedge reset)
if (reset)
begin
mod2_reg <=1'b0;
v_count_reg <= 0;
h_count_reg <= 0 ;
v_sync_reg <= 1'b0;
h_sync_reg <= 1'b0;
end
else
begin
mod2_reg <= mod2_next ;
v_count_reg <= v_count_next;
h_count_reg <= h_count_next;
v_sync_reg <= v_sync_next ;
h_sync_reg <= h_sync_next ;
end
assign mod2_next = ~mod2_reg;
assign  pixel_tick = mod2_reg;
assign h_end = (h_count_reg==(HD+HF+HB+HR-1)) ;
assign v_end = (v_count_reg==(VD+VF+VB+VR-1)) ;
always @*
if (pixel_tick)  
if (h_end)
h_count_next = 0 ;
else
h_count_next = h_count_reg + 1;
else
h_count_next = h_count_reg;
always @*
if (pixel_tick & h_end)
if (v_end)
v_count_next = 0;
else
v_count_next = v_count_reg + 1;
else
v_count_next = v_count_reg;
assign h_sync_next = (h_count_reg>=(HD+HB) &&
h_count_reg<=(HD+HB+HR-1));
assign v_sync_next = (v_count_reg>=(VD+VB) &&
v_count_reg<=(VD+VB+VR-1));
assign video_on = (h_count_reg<HD) && (v_count_reg<VD);
assign hsync = h_sync_reg;
assign vsync = v_sync_reg;
assign pixel_x = h_count_reg;
assign pixel_y = v_count_reg;
assign p_tick = pixel_tick;
endmodule
==> flow/run.sh <==
#!/bin/bash
# OpenROAD 26Q1-2900-gdf79404cd8, Yosys 0.63+post, stock flow scripts
make -C /OpenROAD-flow-scripts/flow DESIGN_CONFIG=/design/flow/config.mk WORK_HOME=/design/flow/orfs finish
==> flow/config.mk <==
export PLATFORM = sky130hd
export DESIGN_NAME = pong_top_an
export DESIGN_NICKNAME = pong_top_an
export VERILOG_FILES = /design/flow/design.v
export SDC_FILE = /design/flow/constraint.sdc
export NUM_CORES = 4
export LEC_CHECK = 1
export CORE_UTILIZATION = 50
==> flow/constraint.sdc <==
current_design pong_top_an

set clk_period 3.5
set clk_io_pct 0.2

create_clock -name clk0 -period $clk_period [get_ports {clk}]

set non_clock_inputs [all_inputs -no_clocks]
set_input_delay [expr $clk_period * $clk_io_pct] -clock clk0 $non_clock_inputs
set_output_delay [expr $clk_period * $clk_io_pct] -clock clk0 [all_outputs]
==> run_summary.xml <==
<?xml version="1.0" encoding="UTF-8"?>
<metrics>
  <group name="status">
    <metric name="outcome" unit="">finished with violations</metric>
    <metric name="violations" unit="">setup timing</metric>
  </group>
  <group name="synthesis">
    <metric name="ys_cells" unit="">606</metric>
    <metric name="flop_cell" unit="">sky130_fd_sc_hd__dfrtp_1</metric>
    <metric name="synth.area.top_cells" unit="">sky130_fd_sc_hd__dfrtp_1 (26%), sky130_fd_sc_hd__ha_1 (22%), sky130_fd_sc_hd__xnor2_1 (7.2%)</metric>
    <metric name="synth_async_sr_flop_share" unit="%">100.0</metric>
    <metric name="synth.largest_area_cell" unit="">sky130_fd_sc_hd__dfrtp_1</metric>
    <metric name="synth_largest_type_area_fraction" unit="%">25.62</metric>
    <metric name="ys_chip_area" unit="um^2">5371</metric>
    <metric name="synth_cell_types" unit="">62</metric>
    <metric name="total_standard_cell_area_after_synthesis" unit="um^2">5371</metric>
    <metric name="yosys_register_bits" unit="">57</metric>
    <metric name="synth_area_per_cell" unit="um^2">8.864</metric>
    <metric name="ys_seq_share" unit="%">26.60</metric>
    <metric name="edf_count" unit="">0</metric>
    <metric name="synth-warning-count" unit="">4</metric>
    <metric name="synth_cells" unit="">606</metric>
  </group>
  <group name="setup_path">
    <metric name="cp_data_required_time" unit="ps">2800</metric>
    <metric name="critical_path_arrival" unit="ps">2870</metric>
    <metric name="critical-path-slowest-cell" unit="">sky130_fd_sc_hd__dfrtp_2</metric>
    <metric name="critPathMaxStageDelay" unit="ps">460</metric>
    <metric name="timing.critical_path.cells" unit="">a41oi_2 -&gt; nor2_1 -&gt; xnor2_1 -&gt; ha_1 -&gt; a2111oi_1 -&gt; a21oi_2 -&gt; or4_1 -&gt; a31oi_1 -&gt; buf_2</metric>
    <metric name="path_max_fanout" unit="">5</metric>
    <metric name="cp-end-kind" unit="">output port</metric>
    <metric name="type_of_the_setup_path_with_the_least_slack" unit="">flip-flop to output port</metric>
    <metric name="critical_path.startpoint_type" unit="">flip-flop</metric>
  </group>
  <group name="finish">
    <metric name="logic_area" unit="um^2">3789</metric>
    <metric name="fillCellCount" unit="">911</metric>
    <metric name="core_utilization_of_the_finished_layout" unit="%">60.55</metric>
    <metric name="final_layout_top_logic_cell" unit="">sky130_fd_sc_hd__ha_1</metric>
    <metric name="share_of_cells_above_drive_strength_1" unit="%">17.11</metric>
    <metric name="sequential_cell_area" unit="um^2">1431</metric>
    <metric name="design_area" unit="um^2">6279</metric>
    <metric name="final_layout_top_logic_cells" unit="">sky130_fd_sc_hd__ha_1 (91), sky130_fd_sc_hd__buf_4 (68), sky130_fd_sc_hd__dfrtp_1 (53)</metric>
    <metric name="area_growth" unit="%">16.89</metric>
  </group>
  <group name="clock_tree">
    <metric name="cts.reportedPaths.clkPinSlew" unit="ps">80</metric>
    <metric name="cts_buffers" unit="">5</metric>
    <metric name="cts_hold_buffers" unit="">0</metric>
    <metric name="tritoncts" unit="">yes</metric>
    <metric name="cts_buffer_depth" unit="">2</metric>
    <metric name="cts_root_buf" unit="">sky130_fd_sc_hd__clkbuf_8</metric>
    <metric name="htreeDepth" unit="">2</metric>
    <metric name="clock_insertion_delay_worst_skew" unit="ps">280</metric>
  </group>
  <group name="pwr">
    <metric name="static-leakage-power" unit="uW">0.002960</metric>
    <metric name="power_density" unit="nW/um^2">137.9</metric>
    <metric name="total_switching_power" unit="uW">162.6</metric>
    <metric name="ir_worst_vdd" unit="mV">0.3961</metric>
    <metric name="comb_power_share" unit="%">2.7</metric>
    <metric name="power_switching_share" unit="%">18.78</metric>
    <metric name="power.clock.fraction" unit="%">52.0</metric>
    <metric name="power.sequential.fraction" unit="%">45.3</metric>
    <metric name="intPower" unit="uW">703.0</metric>
  </group>
  <group name="final_timing">
    <metric name="timing.setup.tns" unit="ps">-87.53</metric>
    <metric name="report.final.setup_viol" unit="">2</metric>
    <metric name="unrepaired_setup_endpoints_after_global_routing" unit="">true</metric>
    <metric name="fin_ws" unit="ps">-72.24</metric>
    <metric name="timing_worst_slew_pin_value" unit="ps">946.2</metric>
    <metric name="final_tally_of_max_slew_violations" unit="">0</metric>
    <metric name="hold_viol" unit="">0</metric>
    <metric name="post-route-period-util" unit="%">102.1</metric>
    <metric name="timing.clock.skew" unit="ps">13.39</metric>
    <metric name="holdWs" unit="ps">438.3</metric>
    <metric name="maxClockFrequency" unit="MHz">279.9</metric>
    <metric name="unclocked_regs" unit="">23</metric>
    <metric name="final_period_minus_worst_setup_slack" unit="ps">3572</metric>
    <metric name="count_of_endpoints_without_a_timing_constraint" unit="">26</metric>
    <metric name="slew-limit-headroom" unit="%">36.34</metric>
  </group>
  <group name="flow_run">
    <metric name="cap_violations" unit="">0</metric>
    <metric name="warning_count" unit="">38</metric>
  </group>
  <group name="min_path">
    <metric name="min-delay-path-class" unit="">flip-flop to flip-flop</metric>
  </group>
  <group name="drt">
    <metric name="drtAntennaViolNets" unit="">0</metric>
    <metric name="drt-wirelength-per-cell" unit="um">16.10</metric>
    <metric name="totalWireLength" unit="mm">13.01</metric>
    <metric name="drt_first_pass_iters" unit="">4</metric>
    <metric name="vias" unit="">4543</metric>
    <metric name="avgViaCountPerCell" unit="">5.623</metric>
    <metric name="detail_route.drc_violations" unit="">0</metric>
    <metric name="drt-initial-drc-count" unit="">189</metric>
    <metric name="antenna_cells_inserted" unit="">0</metric>
  </group>
  <group name="place">
    <metric name="dp_hpwl" unit="mm">10.36</metric>
    <metric name="gp_routability_congestion" unit="">0.9474</metric>
    <metric name="place_ws" unit="ps">-337.7</metric>
    <metric name="placedInstanceArea" unit="um^2">6012</metric>
    <metric name="buffer_ports.inserted" unit="">8</metric>
  </group>
  <group name="floorplanning">
    <metric name="chipWidth" unit="um">105.6</metric>
    <metric name="floorplan.io_pins" unit="">9</metric>
    <metric name="fp_util" unit="%">51.80</metric>
    <metric name="chipHeight" unit="um">105.6</metric>
    <metric name="design.core.area" unit="um^2">10370</metric>
    <metric name="rows" unit="">37</metric>
    <metric name="fp.dieArea" unit="um^2">11160</metric>
  </group>
  <group name="global_routing">
    <metric name="globalRouteOverflowTotal" unit="">0</metric>
    <metric name="grt.total_usage" unit="%">25.00</metric>
    <metric name="first_pass_grt_wire_length" unit="mm">21.71</metric>
    <metric name="grt_start_max_net_pins" unit="">36</metric>
    <metric name="antenna_found_initial" unit="">0</metric>
    <metric name="grt_pass1_vias" unit="">4474</metric>
  </group>
</metrics>
[Yosys cell counts, types with 3 or more instances]
cell type and instances:
sky130_fd_sc_hd__dfrtp_1 55, sky130_fd_sc_hd__nand2b_1 3, sky130_fd_sc_hd__xnor2_1 44, sky130_fd_sc_hd__o21a_1 7, sky130_fd_sc_hd__a211oi_1 4, sky130_fd_sc_hd__nand2_1 48
sky130_fd_sc_hd__nor4_1 7, sky130_fd_sc_hd__nand4_1 21, sky130_fd_sc_hd__or3_1 6, sky130_fd_sc_hd__nor2b_1 8, sky130_fd_sc_hd__a21o_1 12, sky130_fd_sc_hd__and4_1 3
sky130_fd_sc_hd__nor3b_1 6, sky130_fd_sc_hd__o211ai_1 5, sky130_fd_sc_hd__a31o_2 3, sky130_fd_sc_hd__ha_1 93, sky130_fd_sc_hd__nand3b_1 5, sky130_fd_sc_hd__mux2_2 4
sky130_fd_sc_hd__a21oi_1 28, sky130_fd_sc_hd__buf_6 3, sky130_fd_sc_hd__nor3_1 20, sky130_fd_sc_hd__a31oi_1 7, sky130_fd_sc_hd__nand3_1 15, sky130_fd_sc_hd__and3_1 4
sky130_fd_sc_hd__mux2i_1 3, sky130_fd_sc_hd__nor2_1 35, sky130_fd_sc_hd__a2111oi_0 3, sky130_fd_sc_hd__xor2_1 22, sky130_fd_sc_hd__o21ai_0 36, sky130_fd_sc_hd__clkbuf_1 15
sky130_fd_sc_hd__inv_1 41
[power groups by stage]
stage / logic [uW] / clock network [uW] / registers, uW
6_report: 23.2 / 450 / 392
4_1_cts: 24.5 / 460 / 392
5_1_grt: 26.8 / 476 / 392
[critical path, delay by kind of cell, from the launching register on]
kind / cells / cell delay [ps]
simple gates: 2 / 500
buf+inv: 1 / 130
flops: 1 / 460
compound gates: 4 / 950
xor+xnor: 1 / 230
fa+ha+maj: 1 / 310
[kinds of logic (layout without fill, tap and decap cells)]
group | Yosys count | in the layout | share of synthesized area (%)
xor gates and xnor gates | 66 | 66 | 10.76
muxes | 9 | 9 | 1.957
and+or+nand+nor | 193 | 193 | 18.57
adders and majority gates | 95 | 95 | 22.41
AOI/OAI and AO/OA | 126 | 126 | 15.03
buffers and inverters | 60 | 126 | 4.682
DFF | 57 | 57 | 26.60
[path summary, 6_finish.rpt]
kind / start / end / slack (ps) / depth (start not counted)
max: pong_graph_an_unit.bar_y_reg[3] / rgb[1] / -70 / 9
min: a0.clkdiv[0] / a0.clkdiv[0] / 440 / 1
max reg2reg: pong_graph_an_unit.bar_y_reg[3] / pong_graph_an_unit.x_delta_reg[8] / 740 / 12
min reg2reg: a0.clkdiv[0] / a0.clkdiv[0] / 440 / 1
max in group asynchronous: reset / pong_graph_an_unit.bar_y_reg[3] / 2080 / 2
min in group asynchronous: reset / pong_graph_an_unit.ball_x_reg[5] / 870 / 2
[final cells by class]
type / count / share of cell area, %
multi-input combinational: 489 / 60.34
sequential: 57 / 22.80
timing repair buffer: 77 / 9.426
tap: 136 / 2.710
inverter: 41 / 2.451
clock buffer: 6 / 1.315
clock inverter: 2 / 0.9566
[metal layers]
layer	vias up	wire [um]	global-route usage, %
met5	-	0	0
met1	2128	6526	39.33
met3	16	570	3.155
met4	0	191	4.067
met2	81	5722	38.14
li1	2318	-	-
[per-stage QoR]
step / power [uW] / cells
2_1_floorplan: 416.2 / 606
3_3_place_gp: 424.3 / 796
3_5_place_dp: 424.5 / 796
4_1_cts: 876.8 / 805
5_1_grt: 895.1 / 808
6_report: 865.6 / 808
[what timing repair did]
item	4_1_cts	5_1_grt
setup endpoints to repair	2	2
pin swaps	11	7
gates resized	21	12
buffers inserted	1	3
Power is estimated from default activity; no workload was simulated.
