<file path="flow/design.v">
`timescale 1ns / 1ps
module bird_move(
	input wire rst,
	input wire game_clk,
	input wire system_clk,
   input wire btnup,	 
	output wire [9:0] bird_pic_t,
	output wire [9:0] bird_pic_b
    );
localparam MIN_Y = 45;
localparam MAX_Y = 426;
localparam BIRD_V = 1;
localparam BIRD_L = 70;
localparam HEIGHT_BIRD = 19;
reg[9:0] bird_pic_t_temp, bird_pic_t_next;
initial bird_pic_t_temp = 235; 
wire [31:0] clkdiv;
wire refr_tick;
clkdiv clk3(.clk(system_clk),.rst(rst),.clkdiv(clkdiv));
assign refr_tick = clkdiv[18];
always @ (posedge game_clk or posedge rst)
   if (rst) begin
   	bird_pic_t_temp <= 235;
   end
   else begin
   	bird_pic_t_temp <= bird_pic_t_next;
   end
always @(posedge refr_tick)
begin
	bird_pic_t_next = bird_pic_t_temp;
	begin
	   if((btnup) & (bird_pic_t > BIRD_V + MIN_Y))
	     bird_pic_t_next = bird_pic_t_temp - BIRD_V; 
	   else if ((~btnup) & (bird_pic_b < MAX_Y - 1 - BIRD_V))
	   	 bird_pic_t_next = bird_pic_t_temp + BIRD_V; 
	end
end
assign bird_pic_t = bird_pic_t_temp;
assign bird_pic_b = bird_pic_t + HEIGHT_BIRD - 1;
endmodule
`timescale 1ns / 1ps
module clkdiv(input wire clk,
	input wire rst,
	output reg[31:0] clkdiv
    );
	initial clkdiv = 0;
	always @(posedge clk or posedge rst) begin
		if (rst) clkdiv <= 0;
		else clkdiv <=	clkdiv + 1'b1;
	end
endmodule
</file>
<file path="flow/run.sh">
#!/bin/bash
# OpenROAD 26Q1-2900-gdf79404cd8, Yosys 0.63+post, stock flow scripts
make -C /OpenROAD-flow-scripts/flow DESIGN_CONFIG=/design/flow/config.mk WORK_HOME=/design/flow/orfs finish
</file>
<file path="flow/config.mk">
export PLATFORM = sky130hd
export DESIGN_NAME = bird_move
export DESIGN_NICKNAME = bird_move
export VERILOG_FILES = /design/flow/design.v
export SDC_FILE = /design/flow/constraint.sdc
export NUM_CORES = 4
export LEC_CHECK = 1
export CORE_UTILIZATION = 40
</file>
<file path="flow/constraint.sdc">
current_design bird_move

set clk_period 2.8
set clk_io_pct 0.2

create_clock -name clk0 -period $clk_period [get_ports {game_clk}]
create_clock -name clk1 -period $clk_period [get_ports {system_clk}]

set non_clock_inputs [all_inputs -no_clocks]
set_input_delay [expr $clk_period * $clk_io_pct] -clock clk0 $non_clock_inputs
set_output_delay [expr $clk_period * $clk_io_pct] -clock clk0 [all_outputs]
</file>
==> impl_metrics.toml <==
# physical design summary
[status]
status = "finished clean"

[grt]
wire_length_of_the_first_global_routing_pass_um = 5860
antenna_found_initial = 0
groute.layer.met1.usage = 0.251
grt_util_met2 = 0.217
grt_pass1_vias = 1230
globalRoute.busiestLayer = "met1"
use_met3 = 0.0462
global_route.usage.total = 0.152
grt_max_degree = 30
residual_overflow_from_global_routing = 0

[floorplan]
die_width_um = 70.6
floorplan.core_area_um2 = 4440
die-height_um = 70.6
boundary_pin_count = 24
fp-row-count = 24
initial_utilization = 0.423
full_die_area_um2 = 4980

[synthesis]
post_synth.cell_area_avg_um2 = 10.8
synth.yosys.num_cells = 174
ys_seq_elements = 39
synth_cell_type_count = 41
post_synth_instance_area_um2 = 1880
yosys.area_share.adder = 0.0465
synth.cellmix.compoundShare = 0.0831
ys_top_logic_family = "simple AND/OR/NAND/NOR gates"
post_synth_inst_count = 174
xor_area_frac = 0.149
synth_chip_area_um2 = 1880
yosysWarnings = 2
yosysSeqAreaShare = 0.496
enable_flop_cells = 0
ff_type = "sky130_fd_sc_hd__dfrtp_1"
synth-simple-area-share = 0.172
synth.mux.area_fraction = 0.0106
asyncSetResetFlopFracSynth = 0.744

[routing]
drtPass1Iterations = 20
via_cell_ratio = 5.25
number_of_drc_violations_after_detailed_routing_iteration_0 = 71
route.vias.total = 1319
routed_wire_length_per_instance_um = 13.2
detail-route-antenna-nets = 0
insertedDiodeCount = 0
detail_route.drc_violations = 0
drt_wl_total_um = 3310

[worst_setup_path]
worst_path_max_delay_cell = "sky130_fd_sc_hd__dfstp_2"
crit_family = "flip-flops"
worst-path-max-fanout = 8
cp_required_ps = 2240
endpoint_kind = "output port"
crit_path_max_incr_delay_ps = 610
worst_path_cell_trace = "ha_2 -> a21oi_1 -> nor2_1 -> xor2_1 -> clkdlybuf4s50_1"
worstPathArrival_ps = 2110
criticalPathCategory = "reg -> out"
start_kind = "register"
cp_num_buf_inv = 1

[final_timing]
hold_slack_ps = 463
worst-slew-pin-transition_ps = 492
untimed_endpoints = 20
skew_ps = 1.88
timing.slew.headroom = 0.672
unclocked_regs = 10
finalSetupViolations = 0
hold_violations = 0
slew_viol_final = 0

[flow_run]
number_of_max_capacitance_violations_reported = 0
log.warning_count = 30

[final_layout]
syn2layout_area_growth_pct = 18.1
post_route_cells_drive_above_1_share = 0.106
post_layout_nonfiller_instances = 251

[place]
routabilityCongestion = 0.920
post-place-cells = 243
port-buffer-count = 22
hpwl_um = 2460

[power]
p_total_mw = 0.765
max-vdd-ir-drop_uv = 127
total_leakage_power_nw = 0.963
p_per_area_nw_per_um2 = 344

[cts]
cts_tree = "yes"
clkSlewWorstSetupHoldPaths_ps = 70

[hold_path]
type_of_the_most_critical_hold_path = "reg -> reg"
metal layers:
layer,vias up,part of all wire
li1,641,-
met1,639,0.51
met2,37,0.44
met3,2,0.053
met4,0,0.0036
met5,-,0
sequential cells by signal, summed over array words and instances, names as in the netlist:
| register | count |
|---|---|
| bird_pic_t_next | 10 |
| clk3.clkdiv | 19 |
| bird_pic_t_temp | 10 |
final timing paths:
check,start,end,slack [ps],cells after the start
max,bird_pic_t_temp[1]$_DFF_PP1_,bird_pic_b[9],130,5
max in group clk1,clk3.clkdiv[0]$_DFF_PP0_,clk3.clkdiv[18]$_DFF_PP0_,1130,5
max in group asynchronous,rst,bird_pic_t_temp[1]$_DFF_PP1_,1810,3
min reg2reg,clk3.clkdiv[4]$_DFF_PP0_,clk3.clkdiv[4]$_DFF_PP0_,460,1
min in group clk0,bird_pic_t_temp[0]$_DFF_PP1_,bird_pic_t[0],1600,1
max reg2reg,clk3.clkdiv[0]$_DFF_PP0_,clk3.clkdiv[18]$_DFF_PP0_,1130,5
min in group asynchronous,rst,clk3.clkdiv[10]$_DFF_PP0_,680,3
min,clk3.clkdiv[4]$_DFF_PP0_,clk3.clkdiv[4]$_DFF_PP0_,460,1
placed cells by master, fill, tap and decap left out, types with 2 or more instances in the layout:
master,Yosys,routed
sky130_fd_sc_hd__nand4_1,4,4
sky130_fd_sc_hd__dfrtp_1,23,23
sky130_fd_sc_hd__buf_4,1,2
sky130_fd_sc_hd__clkbuf_8,0,6
sky130_fd_sc_hd__dfxtp_1,10,10
sky130_fd_sc_hd__nand2_1,17,17
sky130_fd_sc_hd__and3_1,3,3
sky130_fd_sc_hd__or3_1,3,3
sky130_fd_sc_hd__o21ai_1,2,2
sky130_fd_sc_hd__nand3_1,11,11
sky130_fd_sc_hd__xnor2_1,18,18
sky130_fd_sc_hd__or4_1,2,2
sky130_fd_sc_hd__xor2_1,14,14
sky130_fd_sc_hd__a21oi_1,2,2
sky130_fd_sc_hd__ha_1,7,6
sky130_fd_sc_hd__nor2_1,12,12
sky130_fd_sc_hd__o21ai_0,3,3
sky130_fd_sc_hd__dfstp_2,6,6
sky130_fd_sc_hd__nor3_1,2,2
sky130_fd_sc_hd__mux2i_1,2,2
sky130_fd_sc_hd__inv_1,8,8
sky130_fd_sc_hd__clkdlybuf4s50_1,0,22
sky130_fd_sc_hd__nor3b_1,2,2
through the flow:
step,TNS (ps),setup slack [ps],area [um^2],utilization
floorplan,0,992,1880,-
global placement,0,354,2120,0.478
detailed placement,0,294,2120,0.478
CTS,0,28.8,2210,0.498
global route,-27.8,-27.8,2220,0.500
finish,0,130,2220,0.500
cells by family (layout without fill, tap and decap cells):
kind of cell             count (synthesis)  count (layout)
buffers and inverters                   14              39
adder cells (fa/ha/maj)                  7               7
flip-flops                              39              39
AND/OR/NAND/NOR                         63              63
AND-OR/OR-AND                           17              17
multiplexers                             2               2
XOR/XNOR                                32              32
power breakdown:
group	total (mW)	leakage, nW	switching (mW)	internal, mW
Sequential	0.420	0.455	0	0.420
Combinational	0.0184	0.461	0.0128	0.00566
Clock	0.326	0.0470	0.134	0.192
area by class of cell:
class	instances	area (um^2)
inverters	8	30.0
clock buffers	6	82.6
clock inverters	1	5.00
fillers	409	2220
multi-input cells	121	871
repair buffers	24	235
flip-flops and latches	39	933
well taps	52	65.1
cells in the mapped netlist, types with 2 or more instances:
cell type / instances / share of area
sky130_fd_sc_hd__a21oi_1: 2 / 0.0053
sky130_fd_sc_hd__and3_1: 3 / 0.010
sky130_fd_sc_hd__buf_6: 3 / 0.018
sky130_fd_sc_hd__dfrtp_1: 23 / 0.31
sky130_fd_sc_hd__dfstp_2: 6 / 0.084
sky130_fd_sc_hd__dfxtp_1: 10 / 0.11
sky130_fd_sc_hd__ha_1: 7 / 0.047
sky130_fd_sc_hd__inv_1: 8 / 0.016
sky130_fd_sc_hd__mux2i_1: 2 / 0.011
sky130_fd_sc_hd__nand2_1: 17 / 0.034
sky130_fd_sc_hd__nand3_1: 11 / 0.029
sky130_fd_sc_hd__nand4_1: 4 / 0.013
sky130_fd_sc_hd__nor2_1: 12 / 0.024
sky130_fd_sc_hd__nor3_1: 2 / 0.0053
sky130_fd_sc_hd__nor3b_1: 2 / 0.0080
sky130_fd_sc_hd__o21ai_0: 3 / 0.0080
sky130_fd_sc_hd__o21ai_1: 2 / 0.0053
sky130_fd_sc_hd__or3_1: 3 / 0.010
sky130_fd_sc_hd__or4_1: 2 / 0.0080
sky130_fd_sc_hd__xnor2_1: 18 / 0.084
sky130_fd_sc_hd__xor2_1: 14 / 0.065
worst reg2reg max path, cell delays in order, from the launching register on:
cell	delay (ps)
sky130_fd_sc_hd__dfrtp_1	420
sky130_fd_sc_hd__ha_1	230
sky130_fd_sc_hd__nand3_1	180
sky130_fd_sc_hd__nor3_1	420
sky130_fd_sc_hd__nand3_1	150
sky130_fd_sc_hd__xnor2_1	150
repair_timing:
item	in CTS	in global routing
hold buffers	0	0
gates resized	0	1
setup buffers	0	1
setup endpoints to repair	0	2
Power and IR drop assume default switching activity.
