==> design.v <==
`timescale 1ns / 1ps
module CountScore(rst, pass, score);
	input wire rst, pass;
	output reg [15:0] score;                 
	initial score = 16'b0;
	always @(posedge pass or posedge rst)
		if(rst)
			 score = 16'b0;
		else if(score[15] && score[12] && score[11] && score[8] && score[7] && score[4] && score[0] && score[3])
			score = 16'b0;
		else if(score[11] && score[8] && score[7] && score[4] && score[0] && score[3])
			begin
			score[11:0] = 12'b0;
			score[15:12] = score[15:12] +1;
			end
		else if(score[7] && score[4] && score[0] && score[3])
			begin
			score[7:0] = 8'b0;
			score[11:8] = score[11:8] +1;
			end
		else if(score[0] && score[3])
			begin
			score[3:0] = 4'b0;
			score[7:4] = score[7:4] +1;
			end
		else score = score + 1;
endmodule
==> run.sh <==
#!/bin/bash
# OpenROAD 26Q1-2900-gdf79404cd8, Yosys 0.63+post, stock flow scripts
make -C /OpenROAD-flow-scripts/flow DESIGN_CONFIG=/design/flow/config.mk WORK_HOME=/design/flow/orfs finish
==> config.mk <==
export PLATFORM = sky130hd
export DESIGN_NAME = CountScore
export DESIGN_NICKNAME = CountScore
export VERILOG_FILES = /design/flow/design.v
export SDC_FILE = /design/flow/constraint.sdc
export NUM_CORES = 4
export LEC_CHECK = 1
export CORE_AREA = 10 10 95 95
export DIE_AREA = 0 0 105 105
==> constraint.sdc <==
current_design CountScore

set clk_period 2.3
set clk_io_pct 0.2

create_clock -name clk0 -period $clk_period [get_ports {pass}]

set non_clock_inputs [all_inputs -no_clocks]
set_input_delay [expr $clk_period * $clk_io_pct] -clock clk0 $non_clock_inputs
set_output_delay [expr $clk_period * $clk_io_pct] -clock clk0 [all_outputs]
==> job_summary.md <==
### Yosys + OpenROAD results

| Metric | Value |
|---|---|
| Detailed Place HPWL | 1.41 mm |
| Largest area contributor in the netlist | dfrtp_1 |
| Layout cell share with drive strength beyond 1 | 9.68% |
| Most instantiated logic cells after routing | clkdlybuf4s50_1 (17), dfrtp_1 (16), inv_1 (6) |
| FF-to-FF path depth | 4 |
| Num CTS Buffers | 3 |
| Post-cts resize count | 0 |
| Hold Vio Cnt, Final | 0 |
| FF+latch count, synth | 16 |
| Logic area | 363 sq um |
| Flop-to-flop setup slack | 550 ps |
| Peak VDD IR | 0.295 mV |
| Clock sink total | 16 |
| Largest net degree at the start of global routing | 17 |
| Routability Congestion | 0.802 |
| Worst Min Path Start | score[8] |
| Fmax | 560 MHz |
| Top Family by Delay on Critical Path | buffers and inverters |
| Ys Warns | 1 |
| Final Cycle Share | 77.7% |
| TritonCTS clock tree | done |
| Worst hold-check path type | flip-flop to flip-flop |
| FFs w/ async S/R, synth | 100% |
| Worst EP arrival | 1330 ps |
| Syn_area_per_cell | 10.7 sq um |
| Remaining Overflow, GRT | 0 |
| Pre-CTS setup slack | 570 ps |
| Minimum clock period | 1790 ps |
| Chip area | 0.0110 sq mm |
| Hold Path Sink | score[8] |
| Bufs and invs on worst path | 1 |
| Clock Path Buffers | 2 |
| Slew HR | 59.9% |
| Top cells by area, synth | dfrtp_1 (50%), ha_1 (6.2%), mux2_4 (3.7%) |
| Core area | 0.00691 sq mm |
| Clk latency late pin | 240 ps |
| Critical Path Max Stage Delay | 550 ps |
| # setup viols final | 0 |
| Skew final | 0.999 ps |
| Critical path fanouts, max | 12 |
| DRT Pass-1 Iters | 4 |
| Ys flop type | dfrtp_1 |
| Setup TNS | 0 ps |
| Synthesized area | 802 sq um |
| DRC viols | 0 |
| Max Cap Violations | 0 |
| Setup crit end kind | output port |
| Routed WL per cell | 9.69 microns |
| Worst path slowest cell | clkdlybuf4s50_1 |
| Flip-flops with a built-in enable | 0 |
| Post-synth area from yosys stat | 802 sq um |
| DR iter-0 viols | 43 |
| Ant. Diodes | 0 |
| Unique cell types | 30 |
| Clock Root Buffer | clkbuf_8 |
| FF-to-FF Start | score[0] |
| Kind of critical path | flip-flop to output port |
| Tool Warnings | 25 |
| Flop area | 400 sq um |
| CP Cell Sequence | clkdlybuf4s50_1 |
| First-pass GRT wire length | 2.95 mm |
| WL final | 1.83 mm |
| Via/cell ratio | 3.13 |
| Startpoint Class | flip-flop |
| Synth Seq Share | 49.9% |
| Most frequent logic cell in the layout | clkdlybuf4s50_1 |
| Die width | 105 microns |
| Antenna-violating nets left | 0 |
| Worst Max-Slew Pin Slew | 601 ps |
| Worst flop-to-flop path endpoint | score[14] |
| Vias | 592 |
| Global Route Usage Sum | 3.28% |
| Hold path depth | 1 |
| Initial antenna violation count | 0 |
| Reg clk slew, reported paths | 60 ps |
| Cells after Synth | 75 |
| Number of global-route vias before repair | 571 |
| H-tree depth | 1 |
| # Cells Yosys | 75 |
| FILL cells | 790 |
| Largest type area fraction | 49.9% |
| WP data required | 1840 ps |
| Rows | 30 |
| Max-slew violations | 0 |
| FP Util | 11.6% |
| Boundary Pins | 18 |
| Die Height | 105 microns |
| Pleak | 0.465 nW |
| Max reg flops | 16 |
| Outcome | complete, no violations |
| RSZ-0062 raised after global routing | false |
| Port bufs | 17 |
| PnR worst setup slack | 513 ps |
| Area Overhead vs Synth | 39.3% |
| Post-CTS repair timing setup buffer count | 0 |
| CTS Hold Buffers Added | 0 |
| Pwr/cell area | 443 mW/mm^2 |
==> logic make-up after synthesis <==
group,after synthesis,share of synthesized area (%)
adders and majority gates,4,6.24
buffers and inverters,8,4.84
and+or+nand+nor,24,15.4
muxes,4,6.40
AOI/OAI and AO/OA,14,11.7
xor gates and xnor gates,5,5.46
DFF,16,49.9
==> metal layers <==
metal | up-vias | global-route usage [%] | part of all wire [%]
li1 | 301 | - | -
met1 | 274 | 4.74 | 53
met2 | 15 | 4.49 | 40
met3 | 2 | 1.68 | 7.2
met4 | 0 | 0.0980 | 0.27
met5 | - | 0 | 0
==> through the flow <==
step / instance area (sq um) / util (%) / total power [mW] / instances / hold WS (ps)
final: 1120 / 16.2 / 0.495 / 189 / 571
after global routing: 1120 / 16.2 / 0.517 / 189 / 583
after CTS: 1120 / 16.2 / 0.502 / 189 / 571
after detailed placement: 1080 / 15.6 / 0.294 / 186 / 553
after global placement: 1080 / 15.6 / 0.294 / 186 / 542
after floorplan: 802 / - / 0.291 / 75 / 374
==> final cells by class <==
type / instances / area share [%]
clock buffer: 3 / 3.70
inverter: 6 / 2.02
multi-input combinational: 51 / 32.5
sequential: 16 / 35.8
tap: 96 / 10.8
timing repair buffer: 17 / 15.2
==> worst max-delay path by stage <==
stage                     from        to  slack [ps]  cells past startpoint
after CTS             score[0]  score[0]         500                      1
after global routing  score[0]  score[0]         440                      1
final                 score[0]  score[0]         510                      1
==> cell usage after synthesis, types with 2 or more instances <==
cell      n
dfrtp_1  16
inv_1     6
nand2_1   5
nor2_1    5
ha_1      4
nand3_1   4
nor3_1    3
o21ai_0   3
xnor2_1   3
a21oi_1   2
a31oi_1   2
and2_1    2
mux2_4    2
xor2_1    2
==> where the power goes <==
group / leakage, nW / switching, mW / internal, mW
sequential: 0.214 / 0 / 0.282
clock: 0.0216 / 0.0903 / 0.116
combinational: 0.230 / 0.00539 / 0.00158
total: 0.465 / 0.0957 / 0.399
Power and IR drop assume default switching activity.
